<file path="design.v">
module alu32(a, b, aluop, r, V, c31);
	input [31:0] a;
	input [31:0] b;
	input [2:0] aluop;
	wire [31:0] res0, res1, res2, res3;
	wire [31:0] cout;
	output [31:0] r;
	output V;
	output c31;
	wire [31:0] cin;
	or (cin[0], aluop[2], aluop[2]);
	alu1 a0(a[0], b[0], res0[0], res1[0], res2[0], res3[0], aluop, cin[0], cout[0]);
	or (cin[1], cout[0], cout[0]);
	alu1 a1(a[1], b[1], res0[1], res1[1], res2[1], res3[1], aluop, cin[1], cout[1]);
	or (cin[2], cout[1], cout[1]);
	alu1 a2(a[2], b[2], res0[2], res1[2], res2[2], res3[2], aluop, cin[2], cout[2]);
	or (cin[3], cout[2], cout[2]);
	alu1 a3(a[3], b[3], res0[3], res1[3], res2[3], res3[3], aluop, cin[3], cout[3]);
	or (cin[4], cout[3], cout[3]);
	alu1 a4(a[4], b[4], res0[4], res1[4], res2[4], res3[4], aluop, cin[4], cout[4]);
	or (cin[5], cout[4], cout[4]);
	alu1 a5(a[5], b[5], res0[5], res1[5], res2[5], res3[5], aluop, cin[5], cout[5]);
	or (cin[6], cout[5], cout[5]);
	alu1 a6(a[6], b[6], res0[6], res1[6], res2[6], res3[6], aluop, cin[6], cout[6]);
	or (cin[7], cout[6], cout[6]);
	alu1 a7(a[7], b[7], res0[7], res1[7], res2[7], res3[7], aluop, cin[7], cout[7]);
	or (cin[8], cout[7], cout[7]);
	alu1 a8(a[8], b[8], res0[8], res1[8], res2[8], res3[8], aluop, cin[8], cout[8]);
	or (cin[9], cout[8], cout[8]);
	alu1 a9(a[9], b[9], res0[9], res1[9], res2[9], res3[9], aluop, cin[9], cout[9]);
	or (cin[10], cout[9], cout[9]);
	alu1 a10(a[10], b[10], res0[10], res1[10], res2[10], res3[10], aluop, cin[10], cout[10]);
	or (cin[11], cout[10], cout[10]);
	alu1 a11(a[11], b[11], res0[11], res1[11], res2[11], res3[11], aluop, cin[11], cout[11]);
	or (cin[12], cout[11], cout[11]);
	alu1 a12(a[12], b[12], res0[12], res1[12], res2[12], res3[12], aluop, cin[12], cout[12]);
	or (cin[13], cout[12], cout[12]);
	alu1 a13(a[13], b[13], res0[13], res1[13], res2[13], res3[13], aluop, cin[13], cout[13]);
	or (cin[14], cout[13], cout[13]);
	alu1 a14(a[14], b[14], res0[14], res1[14], res2[14], res3[14], aluop, cin[14], cout[14]);
	or (cin[15], cout[14], cout[14]);
	alu1 a15(a[15], b[15], res0[15], res1[15], res2[15], res3[15], aluop, cin[15], cout[15]);
	or (cin[16], cout[15], cout[15]);
	alu1 a16(a[16], b[16], res0[16], res1[16], res2[16], res3[16], aluop, cin[16], cout[16]);
	or (cin[17], cout[16], cout[16]);
	alu1 a17(a[17], b[17], res0[17], res1[17], res2[17], res3[17], aluop, cin[17], cout[17]);
	or (cin[18], cout[17], cout[17]);
	alu1 a18(a[18], b[18], res0[18], res1[18], res2[18], res3[18], aluop, cin[18], cout[18]);
	or (cin[19], cout[18], cout[18]);
	alu1 a19(a[19], b[19], res0[19], res1[19], res2[19], res3[19], aluop, cin[19], cout[19]);
	or (cin[20], cout[19], cout[19]);
	alu1 a20(a[20], b[20], res0[20], res1[20], res2[20], res3[20], aluop, cin[20], cout[20]);
	or (cin[21], cout[20], cout[20]);
	alu1 a21(a[21], b[21], res0[21], res1[21], res2[21], res3[21], aluop, cin[21], cout[21]);
	or (cin[22], cout[21], cout[21]);
	alu1 a22(a[22], b[22], res0[22], res1[22], res2[22], res3[22], aluop, cin[22], cout[22]);
	or (cin[23], cout[22], cout[22]);
	alu1 a23(a[23], b[23], res0[23], res1[23], res2[23], res3[23], aluop, cin[23], cout[23]);
	or (cin[24], cout[23], cout[23]);
	alu1 a24(a[24], b[24], res0[24], res1[24], res2[24], res3[24], aluop, cin[24], cout[24]);
	or (cin[25], cout[24], cout[24]);
	alu1 a25(a[25], b[25], res0[25], res1[25], res2[25], res3[25], aluop, cin[25], cout[25]);
	or (cin[26], cout[25], cout[25]);
	alu1 a26(a[26], b[26], res0[26], res1[26], res2[26], res3[26], aluop, cin[26], cout[26]);
	or (cin[27], cout[26], cout[26]);
	alu1 a27(a[27], b[27], res0[27], res1[27], res2[27], res3[27], aluop, cin[27], cout[27]);
	or (cin[28], cout[27], cout[27]);
	alu1 a28(a[28], b[28], res0[28], res1[28], res2[28], res3[28], aluop, cin[28], cout[28]);
	or (cin[29], cout[28], cout[28]);
	alu1 a29(a[29], b[29], res0[29], res1[29], res2[29], res3[29], aluop, cin[29], cout[29]);
	or (cin[30], cout[29], cout[29]);
	alu1 a30(a[30], b[30], res0[30], res1[30], res2[30], res3[30], aluop, cin[30], cout[30]);
	or (cin[31], cout[30], cout[30]);
	alu1 a31(a[31], b[31], res0[31], res1[31], res2[31], res3[31], aluop, cin[31], cout[31]);
	wire set, backV;	
	xor_2x1 xV(cin[31], cout[31], backV);
	or (c31, cout[31], cout[31]);
	xor_2x1 xset(backV, res2[31], set);
	or (V, backV, backV);
	mux_4x2 m1(res0[1], res1[1], res2[1], res3[1], aluop[1], aluop[0], r[1]);
	mux_4x2 m2(res0[2], res1[2], res2[2], res3[2], aluop[1], aluop[0], r[2]);
	mux_4x2 m3(res0[3], res1[3], res2[3], res3[3], aluop[1], aluop[0], r[3]);
	mux_4x2 m4(res0[4], res1[4], res2[4], res3[4], aluop[1], aluop[0], r[4]);
	mux_4x2 m5(res0[5], res1[5], res2[5], res3[5], aluop[1], aluop[0], r[5]);
	mux_4x2 m6(res0[6], res1[6], res2[6], res3[6], aluop[1], aluop[0], r[6]);
	mux_4x2 m7(res0[7], res1[7], res2[7], res3[7], aluop[1], aluop[0], r[7]);
	mux_4x2 m8(res0[8], res1[8], res2[8], res3[8], aluop[1], aluop[0], r[8]);
	mux_4x2 m9(res0[9], res1[9], res2[9], res3[9], aluop[1], aluop[0], r[9]);
	mux_4x2 m10(res0[10], res1[10], res2[10], res3[10], aluop[1], aluop[0], r[10]);
	mux_4x2 m11(res0[11], res1[11], res2[11], res3[11], aluop[1], aluop[0], r[11]);
	mux_4x2 m12(res0[12], res1[12], res2[12], res3[12], aluop[1], aluop[0], r[12]);
	mux_4x2 m13(res0[13], res1[13], res2[13], res3[13], aluop[1], aluop[0], r[13]);
	mux_4x2 m14(res0[14], res1[14], res2[14], res3[14], aluop[1], aluop[0], r[14]);
	mux_4x2 m15(res0[15], res1[15], res2[15], res3[15], aluop[1], aluop[0], r[15]);
	mux_4x2 m16(res0[16], res1[16], res2[16], res3[16], aluop[1], aluop[0], r[16]);
	mux_4x2 m17(res0[17], res1[17], res2[17], res3[17], aluop[1], aluop[0], r[17]);
	mux_4x2 m18(res0[18], res1[18], res2[18], res3[18], aluop[1], aluop[0], r[18]);
	mux_4x2 m19(res0[19], res1[19], res2[19], res3[19], aluop[1], aluop[0], r[19]);
	mux_4x2 m20(res0[20], res1[20], res2[20], res3[20], aluop[1], aluop[0], r[20]);
	mux_4x2 m21(res0[21], res1[21], res2[21], res3[21], aluop[1], aluop[0], r[21]);
	mux_4x2 m22(res0[22], res1[22], res2[22], res3[22], aluop[1], aluop[0], r[22]);
	mux_4x2 m23(res0[23], res1[23], res2[23], res3[23], aluop[1], aluop[0], r[23]);
	mux_4x2 m24(res0[24], res1[24], res2[24], res3[24], aluop[1], aluop[0], r[24]);
	mux_4x2 m25(res0[25], res1[25], res2[25], res3[25], aluop[1], aluop[0], r[25]);
	mux_4x2 m26(res0[26], res1[26], res2[26], res3[26], aluop[1], aluop[0], r[26]);
	mux_4x2 m27(res0[27], res1[27], res2[27], res3[27], aluop[1], aluop[0], r[27]);
	mux_4x2 m28(res0[28], res1[28], res2[28], res3[28], aluop[1], aluop[0], r[28]);
	mux_4x2 m29(res0[29], res1[29], res2[29], res3[29], aluop[1], aluop[0], r[29]);
	mux_4x2 m30(res0[30], res1[30], res2[30], res3[30], aluop[1], aluop[0], r[30]);
	mux_4x2 m31(res0[31], res1[31], res2[31], res3[31], aluop[1], aluop[0], r[31]);
	mux_4x2 m0(res0[0], res1[0], res2[0], set, aluop[1], aluop[0], r[0]);
endmodule 
module alu1(a, b, res0, res1, res2, res3, aluop, cin, cout);
	input a;
	input b;
	input [2:0] aluop;
	output res0, res1, res2, res3;
	input cin;
	output cout;
	wire y1, y2, y3, y4, y5, y6, y7, y8, y9, z0, z1, not0, not1;
	xor_2x1 x(aluop[2], b, y1);
	or (y2, y1, a);	
	and (y3, y1, a);	
	not (y4, y3);	
	and (y5, y2, y4);	
	and (y6, y5, cin);	
	or (cout, y6, y3);
	not (y7, y6);
	or (y8, y5, cin);
	and (y9, y7, y8);
	or (res0, y3, y3);
	or (res1, y2, y2);
	or (res2, y9, y9);
	or (res3, 1'b0, 1'b0);
endmodule 
module mux_4x2(a, b, c, d, s1, s0, res);
	input a, b, c, d;
	input s1, s0;
	output res;
	wire r1, r2, r3, r4, e1, e2, e3, e4, ns0, ns1, d1, d2;
	not (ns0, s0);
	not (ns1, s1);
	and (e1, ns1, ns0);
	and (r1, e1, a);
	and (e2, ns1, s0);
	and (r2, e2, b);
	and (e3, s1, ns0);
	and (r3, e3, c);
	and (e4, s1, s0);
	and (r4, e4, d);
	or (d1, r1, r2);
	or (d2, r3, r4);
	or (res, d1, d2);
endmodule 
module xor_2x1(a, b, result);	
	input a, b;
	output result;
	wire z0, z1, na, nb;
	not (na, a);
	not (nb, b);
	or (z0, b, a);
	or (z1, na, nb); 
	and (result, z0, z1);
endmodule 
</file>
<file path="run.sh">
#!/bin/bash
# OpenROAD 26Q1-2900-gdf79404cd8, Yosys 0.63+post, stock flow scripts
make -C /OpenROAD-flow-scripts/flow DESIGN_CONFIG=/design/flow/config.mk WORK_HOME=/design/flow/orfs finish
</file>
<file path="config.mk">
export PLATFORM = sky130hd
export DESIGN_NAME = alu32
export DESIGN_NICKNAME = alu32
export VERILOG_FILES = /design/flow/design.v
export SDC_FILE = /design/flow/constraint.sdc
export NUM_CORES = 4
export LEC_CHECK = 1
export CORE_AREA = 10 10 114 114
export DIE_AREA = 0 0 124 124
</file>
<file path="constraint.sdc">
current_design alu32

set clk_period 18.9
set clk_io_pct 0.2

create_clock -name clk0 -period $clk_period

set non_clock_inputs [all_inputs -no_clocks]
set_input_delay [expr $clk_period * $clk_io_pct] -clock clk0 $non_clock_inputs
set_output_delay [expr $clk_period * $clk_io_pct] -clock clk0 [all_outputs]
</file>
==> job_summary.md <==
### Flow metrics

| Metric | Value |
|---|---|
| Peak VDD IR | between 0.01 and 0.015 mV |
| Yosys-reported design area after synthesis | 2950 um^2 |
| All-layer global routing usage | a little under a tenth |
| Row count | 37 |
| Core ar. | 10400 um^2 |
| Syn Std Cell Area | about 3000 um^2 |
| Clk network pwr share | 0% |
| Final WS setup | -0.352 ns |
| Seq cells | 0 |
| Combinational Power Share | around 100% |
| Flop pwr share | 0% |
| Top-level I/O count | 101 |
| Delay-heaviest family, CP | adder cells |
| Starting Density | between 20% and 30% |
| Sw Share | between 40% and 50% |
| Syn avg cell area | 8.60 um^2 |
| Max-slew violations | 0 |
| CP max-delay cell | mux4_2 |
| Chip footprint | 15400 um^2 |
| Post-synthesis cell count | 343 |
| Total gr overflow | 0 |
| Final hold vios | 0 |
| Seq share, synth | 0% |
| DP Wirelength | a little under 6 mm |
| Worst Hold Class | primary input to output pin |
| # port buffers | a little over 100 |
| Setup violators final | 5 |
| Die height | 124 um |
| DRT antenna net count | 0 |
| Power Internal | between 60 and 70 uW |
| Slew Limit Headroom | between 60% and 70% |
| Die Wd | approximately 120 um |
| Largest net degree at the start of global routing | between 60 and 70 |
| Wire per inst | between 10 and 15 um |
| Worst setup EP type | output pin |
| Crit path DAT | 15.47 ns |
| Pwr/cell area | 27.5 nW/um^2 |
| Post-Route WL | around 7.2 mm |
| Required @ worst endpoint | ~15 ns |
| Yosys stat cell total | about 340 |
| Status | finished with violations |
| Critical Path Most Common Cell | fa_2 |
| Vias in the first global route | roughly 2400 |
| Unique cell types | 16 |
| Crit path largest cell delay | around 0.44 ns |
| CP Class | primary input to output pin |
| Leakage | 1.85 nW |
| Max-cap violation count | 0 |
| Area grow syn2layout | 37.2% |
| Initial DRT Pass Iterations | 3 |
| # clk buffers | 0 |
| Placement Setup Slack | -1.13 ns |
| Tcrit/Tclk final | 102% |
| CP Max Fanout | 2 |
| Switch Pwr | 47.2 uW |
| Bufs and invs on worst path | 4 |
| RSZ-0062 raised after global routing | true |
| DRC errors left | 0 |
| Violated checks | negative setup slack |
| CP startpoint kind | primary input |
| Power Total | about 110 uW |
| Total number of yosys warnings | 0 |
| Vias after detailed routing | 2224 |
| Drt initial violations | between 70 and 80 |
| Count of tool warnings | about 100 |
| RD Place Congestion | roughly 0.77 |
| Worst slew pin tran | 0.585 ns |
| Seq. cell area | 0 um^2 |
| Initial antenna violation count | 1 |
| Share of post-route cells with drive strength above 1 | about 18% |
| Fillers | between 1000 and 1500 |
| Fmax | about 52 MHz |
| Final min period | between 15 and 20 ns |
| Global-route wire length before repair | ~11 mm |
| Post-DR vias/cell | approximately 4.1 |
## cell type report
type               instances  area [um^2]  share of cell area [%]
multi-input cells        225         2490                    61.6
diodes                     1         2.50                  0.0618
repair buffers           119         1130                    27.8
inverters                 68          255                    6.30
well taps                136          170                    4.20
## synthesized netlist by cell type
cell,number,share of area (%)
and2_1,30,6.4
inv_1,68,8.7
buf_6,1,0.38
xnor2_1,32,9.5
o22ai_1,1,0.21
o32ai_1,30,8.9
mux2i_1,2,0.68
clkbuf_1,7,0.89
ha_1,64,27
mux4_2,1,0.76
xor2_1,2,0.59
nor2_1,30,3.8
buf_4,36,9.2
fa_1,32,22
nand2b_1,1,0.21
buf_2,6,1.0
## layer usage
metal / up-vias / GRT usage (%) / share of wire, %
li1: 1150 / - / -
met1: 1016 / 11.6 / 43
met2: 58 / 15.9 / 48
met3: 0 / 2.80 / 8.9
met4: 0 / 0 / 0
met5: - / 0 / 0
## worst min-delay path, stage by stage
cell and delay, ns:
buf_2 0.12, buf_4 0.12, ha_1 0.13, mux4_2 0.22, buf_2 0.09
## per-stage QoR
step           cell area (um^2)  std cells  util (%)  setup TNS (ns)  hold WS [ns]
3_5_place_dp               3970        542      38.1           -5.85          8.59
3_3_place_gp               3970        542      38.1           -5.71          8.59
4_1_cts                    4050        549      38.9           -1.97          8.21
5_1_grt                    4050        548      38.8           -2.74          8.27
2_1_floorplan              3070        343         -          -0.354          7.92
6_report                   4050        549      38.9           -1.26          8.23
## cell families (layout without fill, tap and decap cells)
logic type,after synthesis,count (layout),share of synthesized area [%]
buffers and inverters,118,187,20.1
other,0,1,0
AOI/OAI and AO/OA,31,31,9.12
adders and majority gates,96,96,48.9
and+or+nand+nor,61,61,10.4
xor gates and xnor gates,34,34,10.1
muxes,3,3,1.44
## what timing repair did
action	in CTS	in global routing
setup buffers	7	1
pin swaps	4	0
hold buffers	0	0
resized	46	14
endpoints found under the setup margin	7	6
hold endpoints to repair	0	0
## cells in the final DEF (no fill, tap or decap), drive strengths merged, types with 3 or more instances in the layout
cell type / count
o32ai: 30
inv: 68
fa: 32
clkdlybuf4s50: 88
xnor2: 32
buf: 27
and2: 30
nor2: 30
clkbuf: 3
ha: 64
## path summary, 6_finish.rpt
path,start,slack [ns],cells after the start,to
min,a[0],8.23,5,r[0]
max,b[0],-0.35,37,r[0]
## power by group through the flow
stage / clock network (mW) / registers [mW] / logic, mW
4_1_cts: 0 / 0 / 0.114
5_1_grt: 0 / 0 / 0.129
6_report: 0.00000000708 / 0 / 0.111
No activity file was given, so power comes from the tool's default toggle rates.
